==> design/flow/constraint.sdc <==
current_design top_level

set clk_period 3.1
set clk_io_pct 0.2

create_clock -name clk0 -period $clk_period [get_ports {clk}]

set non_clock_inputs [all_inputs -no_clocks]
set_input_delay [expr $clk_period * $clk_io_pct] -clock clk0 $non_clock_inputs
set_output_delay [expr $clk_period * $clk_io_pct] -clock clk0 [all_outputs]
==> design/flow/design.v <==
module Control #(parameter opwidth = 6, mcodebits = 6)(
  input [mcodebits-1:0] instr,     
  output logic Branch, 
     MemWrite, RegWrite, 
	  absj,
  output	logic[1:0] ALUSrc,				 
							MemtoReg,			
  output logic[opwidth-1:0] ALUOp);	    
always_comb begin
  Branch 	=   'b0;    
  MemWrite  =	'b0;    
  ALUSrc 	=	2'b00;    
  RegWrite  =	'b0;    
  MemtoReg  =	'b0;    
  absj = 'b0;
  ALUOp	    =   instr;  
case(instr[5:3])     
  'b000: begin  
		Branch 	=   'b0;   
		MemWrite  =	'b0;   
		ALUSrc 	=	2'b01;   
		RegWrite  =	'b1;   
		MemtoReg  =	'b0;   
		ALUOp = {3'b000,instr[2],2'b00};
	end
  'b001: begin  
		Branch 	=   'b0;   
		MemWrite  =	'b0;   
		ALUSrc 	=	2'b10; 
		RegWrite  =	'b1;   
		MemtoReg  =	'b0;   
		ALUOp = instr;
	end
	'b010: begin  
		Branch 	=   'b0;   
		MemWrite  =	'b0;   
		ALUSrc 	=	2'b01;   
		RegWrite  =	'b1;  
		MemtoReg  =	2'b10;   
		ALUOp = 6'b1111;
	end
	'b011: begin  
		case (instr[2:0]) 
			3'b000:absj = 'b1;
			3'b001:absj = 'b1;
			3'b010:absj = 'b0;
			3'b011:absj = 'b0;
			3'b100:absj = 'b1;
			3'b101:absj = 'b0;
			3'b110:absj = 'b0;
		endcase
		Branch 	=   'b1;   
		MemWrite  =	'b0;   
		ALUSrc 	=	2'b10;   
		RegWrite  =	'b0;   
		MemtoReg  =	2'b00;   
		ALUOp = instr;
	end
	'b100: begin  
		Branch 	=   'b0;   
		MemWrite  =	'b0;   
		ALUSrc 	=	2'b00;   
		RegWrite  =	'b1;   
		MemtoReg  =	2'b10;   
		ALUOp = 6'b111111;
	end
	'b101: begin  
		Branch 	=   'b0;   
		MemWrite  =	'b0;   
		ALUSrc 	=	2'b00;   
		RegWrite  =	'b1;   
		MemtoReg  =	2'b01;   
		ALUOp = 6'b111111;
	end
	'b110: begin  
		Branch 	=   'b0;   
		MemWrite  =	'b1;   
		ALUSrc 	=	2'b00;   
		RegWrite  =	'b0;   
		MemtoReg  =	2'b00;   
		ALUOp = 6'b111111;
	end
	'b111: begin  
		Branch 	=   'b0;   
		MemWrite  =	'b0;   
		ALUSrc 	=	2'b00;   
		RegWrite  =	'b1;   
		MemtoReg  =	2'b00;   
		ALUOp = 6'b111000;
	end
	default:;
endcase
end
endmodule
module PC #(parameter D=12)(
  input reset,					 
        clk,
			branch,              
			jump_flag,
        absjump_en,				 
  input       [D-1:0] target,	 
  output logic[D-1:0] prog_ctr
);
	always_ff @(posedge clk)
    if(reset)
	  prog_ctr <= '0;
	else if(branch && absjump_en && jump_flag)
	  prog_ctr <= target;
    else if(branch && !absjump_en && jump_flag)
	  prog_ctr <= prog_ctr + target;
	else
	  prog_ctr <= prog_ctr + 'b1;	
endmodule
module PC_LUT #(parameter D=12)( 
  input       [ 7:0] addr,	    
  output logic[D-1:0] target);
  always_comb case(addr)
    0: target = 15;    
	1: target = 1;    
	2: target = 4;    
	3:target = 137;
	default: target = 'b0;   
  endcase
endmodule
module RegDataIn_mux #(parameter D=8)(
  input       [ D-1:0] ALU_rslt,	   
					Mem_rslt,
					immed,
  input			[1:0] MemtoReg,
  output logic[D-1:0] dat_in
			);
  always_comb case(MemtoReg)
    2'b00: dat_in = ALU_rslt;    
	2'b01: dat_in = Mem_rslt;    
	2'b10: dat_in = immed;
	default: dat_in = ALU_rslt;  
  endcase
endmodule
module Target_mux #(parameter D=12)(
  input       [ D-1:0] offset_target,	  
					entry_target, 
  input			absjump_en,
  output logic[D-1:0] target);
  always_comb case(absjump_en)
    0: target = offset_target;    
	1: target = entry_target;    
	default: target = 'b0;   
  endcase
endmodule
module alu(
  input[5:0] alu_cmd,     
  input[7:0] inA, inB,	  
  input      sc_i,        
  output logic[7:0] rslt,
  output logic sc_o,      
               pari,      
			   jump_flag       
);
always_comb begin 
  rslt = 'b0;            
  sc_o = 'b0;    
  jump_flag = 'b0;
  pari = ^rslt;
  case(alu_cmd)
    6'b000000:  
		case(inB) 
			8'b00000000:{rslt[7:1],rslt[0]} = {inA[6:0],'0};
			8'b00000001:begin
				rslt[7:2] = inA[5:0];
				rslt[1:0] = 2'b0;
			end
			8'b00000010:
			begin
				rslt[7:3] = inA[4:0];
				rslt[2:0] = '0;
			end
			default:
			begin
			rslt[7:4] = inA[3:0];
			rslt[3:0] = '0;
			end
		endcase
	  6'b000100:  
		case(inB) 
			8'b00000100:{rslt[7:7],rslt[6:0]} = {'0,inA[7:1]};
			8'b00000101:begin
			rslt[7:7-1] = '0;
			rslt[6-1:0] = inA[7:1+1];
			end
			8'b00000110:
			begin
				rslt[7:7-2] = '0;
				rslt[6-2:0] = inA[7:1+2];
			end
			default: begin
			rslt[7:4] = '0;
			rslt[3:0] = inA[7:4];
			end
		endcase
	6'b001000: begin 
	  rslt = inA ^ inB;
	  jump_flag = rslt;
	end
    6'b001001:  
	  rslt = inA & inB;
    6'b001010:  
	  rslt = inA + inB;
	6'b001011:  
	  rslt = inA - inB;
	6'b011000: begin 
	  rslt = inA ^ inB;
	  jump_flag = !rslt;
	end
	6'b011010: begin 
	  rslt = inA ^ inB;
	  jump_flag = !rslt;
	end
	6'b011001: begin  
	  rslt = (inA < inB)?1:0;
	  jump_flag = rslt;
   end
	6'b011011: begin 
	  rslt = (inA < inB)?1:0;
	  jump_flag = rslt;
	end
	6'b011100:begin	 
	   rslt = inA ^ inB;
		jump_flag = !rslt;
		jump_flag = ~jump_flag;
	end
	6'b011101: begin  
	   rslt = inA ^ inB;
		jump_flag = !rslt;
		jump_flag = ~jump_flag;
	end
	6'b011110: begin  
	   rslt = inA ^ inB;
		jump_flag = !rslt;
		jump_flag = ~jump_flag;
	end
	6'b111000: begin  
	   rslt = {7'b0000000,^inA};
	end
	default:
		rslt = 8'b00000000; 
  endcase
end
endmodule
module dat_mem (
  input[7:0] dat_in,
  input      clk,
  input      wr_en,	           
  input[7:0] addr,		       
  output logic[7:0] dat_out);
  logic[7:0] core[256];        
  assign dat_out = core[addr];
  always_ff @(posedge clk)
    if(wr_en)				   
      core[addr] <= dat_in; 
endmodule
module instr_ROM #(parameter D=12)(
  input       [D-1:0] prog_ctr,     
  output logic[ 8:0] mach_code);
  logic[8:0] core[2**D];
  initial							     
    $readmemb("L:\\My Documents\\CSE141\\mach_code3.txt",core);
  always_comb  mach_code = core[prog_ctr];
endmodule
module reg_file #(parameter pw=2)( 
  input[7:0] dat_in,
  input      clk,
  input      wr_en,            
  input[pw:0] wr_addr,		   
              rd_addrA,		   
			  rd_addrB,
  output logic[7:0] datA_out,  
                    datB_out,
						  k,b);
  logic[7:0] core[2**(pw+1)];     
  assign datA_out = core[rd_addrA];
  assign datB_out = core[rd_addrB];
  assign k = core[3'b000];
  assign b = core[3'b001];
  always_ff @(posedge clk)
    if(wr_en)				    
      core[wr_addr] = dat_in; 
endmodule
module top_level(
  input        clk,  req, 
  output logic done);
  parameter D = 12,              
    A = 6;             		   
  wire[D-1:0] target, 			   
              prog_ctr,
				  entry_target;
  wire        RegWrite;
  logic[7:0]   datA,datB,		   
              muxB, 
				  ALU_rslt,                
              immed,
				  b,
				  k,
				  dat_in,
				  mem_rslt;
  logic sc_in,   				   
   		pariQ,              	   
		zeroQ;                     
  wire  branch;                      
  wire  pari,
        jump_flag,
		sc_clr,
		sc_en,
        MemWrite;		               
  wire[1:0] MemtoReg;
  wire[1:0] ALUSrc;
  wire[5:0] ALUOp;
  wire[A-1:0] alu_cmd;
  wire[8:0]   mach_code;           
  wire[2:0] rd_addrA, rd_addrB;     
  assign rd_addrB = mach_code[2:0];
  assign rd_addrA = mach_code[5:3];
  assign alu_cmd  = {mach_code[8:6],mach_code[2:0]};
  assign immed   = {5'b00000, mach_code[2:0]};
  PC #(.D(D)) 					   
     pc1 ( .reset(req),          
         .clk              ,
			.branch(branch),
			.jump_flag(jump_flag),
		 .absjump_en (absj),
		 .target(target)           ,
		 .prog_ctr(prog_ctr)          );
  PC_LUT #(.D(D))
    pl1 (.addr  (b),
         .target(entry_target)          );   
  Target_mux #(.D(12)) 
    pl2 (.offset_target ({4'b0000,b}),
         .entry_target(entry_target),
			.absjump_en(absj),
			.target(target));   
  instr_ROM ir1(.prog_ctr,
               .mach_code);
  Control ctl1(.instr({mach_code[8:6],mach_code[2:0]}), 
  .Branch  	(branch)  , 
  .MemWrite , 
  .ALUSrc(ALUSrc)   , 
  .RegWrite   ,     
  .MemtoReg	(MemtoReg),
  .ALUOp,
  .absj		(absj));
  RegDataIn_mux MemToReg_mux(.ALU_rslt(ALU_rslt),
  .Mem_rslt  (mem_rslt), 
  .immed		 (muxB),
  .MemtoReg  (MemtoReg)  , 
  .dat_in	 (dat_in) );
  reg_file #(.pw(2)) rf1(.dat_in(dat_in),	    
              .clk         ,
              .wr_en   (RegWrite),
              .rd_addrA(rd_addrA),
              .rd_addrB(rd_addrB),
              .wr_addr (rd_addrA),       
              .datA_out(datA), 
              .datB_out(datB),
				  .b(b),
				  .k(k)); 
  always_comb begin
		if(ALUSrc == 2'b00)
			muxB = datB;
		else if (ALUSrc == 2'b01)
			muxB = immed;
		else
			muxB = k;
  end
  alu alu1(.alu_cmd(ALUOp),
         .inA    (datA), 
		 .inB    (muxB),
		 .sc_i   (sc),    
		 .rslt(ALU_rslt)      ,
		 .sc_o   (sc_o),  
		 .pari ,
		 .jump_flag(jump_flag) );  
  dat_mem dm1(.dat_in(datA)  ,   
             .clk           ,
			 .wr_en  (MemWrite),  
			 .addr   (datB), 
             .dat_out(mem_rslt));
  always_ff @(posedge clk) begin
    pariQ <= pari;
	zeroQ <= jump_flag;
    if(sc_clr)
	  sc_in <= 'b0;
    else if(sc_en)
      sc_in <= sc_o;
  end
  assign done = prog_ctr == 450;
endmodule
==> design/flow/config.mk <==
export PLATFORM = sky130hd
export DESIGN_NAME = top_level
export DESIGN_NICKNAME = top_level
export VERILOG_FILES = /design/flow/design.v
export SDC_FILE = /design/flow/constraint.sdc
export NUM_CORES = 4
export LEC_CHECK = 1
export CORE_AREA = 10 10 70 70
export DIE_AREA = 0 0 80 80
export SYNTH_HDL_FRONTEND = slang
export SYNTH_MEMORY_MAX_BITS = 65536
==> design/flow/run.sh <==
#!/bin/bash
# OpenROAD 26Q1-2900-gdf79404cd8, Yosys 0.63+post, stock flow scripts
make -C /OpenROAD-flow-scripts/flow DESIGN_CONFIG=/design/flow/config.mk WORK_HOME=/design/flow/orfs finish
==> flow_summary_export.csv <==
group,metric,value,unit
cts,cts_tree,"built",
logic_synthesis,synth_area,536,sq um
final_layout,largest_reg_flops,12,
detailed_routing,avgRoutedWirePerCell,8.99,microns
cts,ctsHoldBuffers,0,
setup_path,worstSetupPathType,"reg -> out",
setup_path,cp_slowest_cell,"or4_1",
detailed_routing,vias,438,
detailed_routing,drt_pass1_iterations,4,
logic_synthesis,yosysWarnings,0,
setup_path,worstPathArrival,1.98,ns
placed_design,pre_cts_slack,0.808,ns
power_and_ir_drop,ir_worst_vdd,0.0933,mV
cts,numClockSinks,12,
final_layout,drive_gt1_share,10.9,%
floorplan,ios,3,
logic_synthesis,ys_types,18,
final_layout,layout.cells.non_filler,110,
final_layout,ff_latch_area,240,sq um
setup_path,crit_family,"simple AND/OR/NAND/NOR gates",
global_routing,grt-ovfl-total,0,
logic_synthesis,synth_cells,59,
setup_path,cp_max_fo,5,
logic_synthesis,netlist.area_leader.share,44.9,%
logic_synthesis,yosys.area.top_type,"dfxtp_1",
floorplan,fp.dieH,80,microns
run,warning_count,26,
floorplan,rows,21,
timing,fin_crit,2.60,ns
setup_path,required,2.48,ns
timing,rsz0062_at_grt,"no",
timing,drv_slew,0,
detailed_routing,vias_per_cell,3.98,
floorplan,dieArea,6400,sq um
placed_design,gp_congestion,0.774,
logic_synthesis,avgSynthCellArea,9.08,sq um
logic_synthesis,synth_seq_share,44.9,%
placed_design,port_buffers,2,
cts,clockRootBuffer,"clkbuf_4",
global_routing,grt.total_usage,3.29,%
cts,htree_levels,1,
timing,finClkSkew,0.00940,ns
timing,period_used_share,83.9,%
setup_path,critPathBufInv,1,
final_layout,top_regs,"pc1.prog_ctr x12",
timing,whs,0.466,ns
timing,hold_viol,0,
floorplan,core,3420,sq um
logic_synthesis,ys_area,536,sq um
run,drv_cap,0,
detailed_routing,postRouteAntennaNets,0,
cts,numCtsBuffers,3,
timing,slew_headroom,71.1,%
setup_path,start_kind,"flop",
final_layout,top_register,"pc1.prog_ctr",
placed_design,placed_cells,106,
cts,ctsResizeCount,0,
hold_path,min_path_type,"reg -> reg",
global_routing,grt_pass1_vias,345,
timing,fmax,385,MHz
placed_design,dp_hpwl,730,microns
cts,clk_pin_slew,0.08,ns
logic_synthesis,top_cells_by_area,"dfxtp_1 (45%), or4_1 (7.0%), a21oi_1 (6.5%)",
cts,cts_max_path_buffers,2,
floorplan,die_w,80,microns
cts,post_cts_buffers,0,
logic_synthesis,ys_ff,12,
detailed_routing,drc,0,
detailed_routing,n_antenna_cell,0,
detailed_routing,drt-total-wl,989,microns
timing,finalSetupTns,0,ns
final_layout,layout.area.comb,284,sq um
detailed_routing,first_iter_violations,26,
timing,setup_viol,0,
setup_path,crit_chain,"or4_1 -> nor4_1 -> clkdlybuf4s50_1",
cts,clk_latency,0.27,ns
final_layout,fillers,378,
status,status,"complete, no violations",
floorplan,fp_util,15.7,%
setup_path,crit_path_max_incr_delay,0.53,ns
setup_path,cp-end-kind,"primary output",
power_and_ir_drop,fin_total_pwr,293,uW
global_routing,grt_start_max_net_pins,13,
timing,setup_slack,0.500,ns
timing,worstMarginPinSlew,0.433,ns
global_routing,antenna_found_initial,0,
power_and_ir_drop,p_per_area,454,nW/um^2
global_routing,grt_pass1_wl,1670,microns
power_and_ir_drop,leakage,0.000211,uW
logic_synthesis,ys_cells,59,
final_layout,area_delta_synth_final,20.6,%
power breakdown:
group          switching (uW)  internal [uW]  total [uW]
clock network            50.4           71.4         122
registers                3.41            157         161
logic                    5.77           4.78        10.6
final timing paths:
kind                               from                     endpoint  slack (ns)  cells past startpoint
min reg2reg  pc1.prog_ctr[0]$_SDFF_PP0_   pc1.prog_ctr[0]$_SDFF_PP0_        0.47                      1
min          pc1.prog_ctr[0]$_SDFF_PP0_   pc1.prog_ctr[0]$_SDFF_PP0_        0.47                      1
max reg2reg  pc1.prog_ctr[2]$_SDFF_PP0_  pc1.prog_ctr[11]$_SDFF_PP0_        1.64                      3
max          pc1.prog_ctr[4]$_SDFF_PP0_                         done        0.50                      3
placed cells by master, fill, tap and decap left out:
cell type,count
a21oi_1,7
clkbuf_4,3
clkbuf_8,1
clkdlybuf4s50_1,2
dfxtp_1,12
ha_1,2
inv_1,2
nand2_1,4
nand3_1,4
nand4_1,1
nand4_4,1
nor2_1,5
nor4_1,1
o21ai_0,3
o31ai_1,4
or3_1,2
or3_2,2
or4_1,5
xnor2_1,1
xor2_1,2
cells in the mapped netlist:
cell and count:
nor4_1 1, nand4_1 1, or4_1 5, ha_1 2, a21oi_1 7, nand4_4 1
inv_1 2, or3_1 2, nor2_1 5, or3_2 2, dfxtp_1 12, o31ai_1 4
nand3_1 4, xnor2_1 1, nand2_1 4, clkbuf_1 1, xor2_1 2, o21ai_0 3
metrics by stage:
stage / cell area [sq um] / utilization (%)
after global placement: 609 / 17.8
after global routing: 646 / 18.9
after detailed placement: 609 / 17.8
final: 646 / 18.9
after CTS: 646 / 18.9
after floorplan: 536 / -
final cells by class:
class / count / area share, %
Clock buffer: 4 / 5.62
Inverter: 2 / 1.16
Multi-Input combinational cell: 44 / 44.0
Sequential cell: 12 / 37.2
Tap cell: 46 / 8.91
Timing Repair Buffer: 2 / 3.10
layer usage:
layer,track usage [%],vias up,routed length (microns),part of all wire [%]
met5,0,-,0,0
met4,0.352,0,8,0.81
met3,2.50,2,89,9.0
met2,4.57,8,410,41
met1,4.06,200,480,49
li1,-,228,-,-
kinds of logic (layout without fill, tap and decap cells):
kind of cell	Yosys count	count (layout)	share of synthesized area, %
buf+inv	3	8	2.10
simple gates	25	25	28.5
xor+xnor	3	3	4.91
fa+ha+maj	2	2	4.67
flops	12	12	44.9
compound gates	14	14	15.0
No activity file was given, so power comes from the tool's default toggle rates.
